File: design.v
module leds(
    	input logic [3:0] s1,
    	input logic [3:0] s2,
    	output logic [4:0] led
);
    logic [3:0] c;
    always_comb begin
        led[0] = ~(s1[0]^s2[0]);
        c[0] = s1[0]&s2[0];
        led[1] = ~(s1[1]^s2[1]^c[0]);
        c[1] = (s1[1]&s2[1])|(s1[1]&c[0])|(s2[1]&c[0]);
        led[2] = ~(s1[2]^s2[2]^c[1]);
        c[2] = (s1[2]&s2[2])|(s1[2]&c[1])|(s2[2]&c[1]);
        led[3] = ~(s1[3]^s2[3]^c[2]);
        c[3] = (s1[3]&s2[3])|(s1[3]&c[2])|(s2[3]&c[2]);
        led[4] = ~(c[3]);
    end
endmodule
File: run.sh
#!/bin/bash
# OpenROAD 26Q1-2900-gdf79404cd8, Yosys 0.63+post, stock flow scripts
make -C /OpenROAD-flow-scripts/flow DESIGN_CONFIG=/design/flow/config.mk WORK_HOME=/design/flow/orfs finish
File: config.mk
export PLATFORM = sky130hd
export DESIGN_NAME = leds
export DESIGN_NICKNAME = leds
export VERILOG_FILES = /design/flow/design.v
export SDC_FILE = /design/flow/constraint.sdc
export NUM_CORES = 4
export LEC_CHECK = 1
export CORE_AREA = 10 10 70 70
export DIE_AREA = 0 0 80 80
File: constraint.sdc
current_design leds

set clk_period 1.6
set clk_io_pct 0.2

create_clock -name clk0 -period $clk_period

set non_clock_inputs [all_inputs -no_clocks]
set_input_delay [expr $clk_period * $clk_io_pct] -clock clk0 $non_clock_inputs
set_output_delay [expr $clk_period * $clk_io_pct] -clock clk0 [all_outputs]
==> results.yml <==
# flow metrics
run_status:
  status: "finished, violations left"
  violations: "setup timing"
drt:
  num_vias: 109
  vias_per_cell: 1.54
  drt_iter0_drc: 0
  post_drt_wl_per_cell_um: 7.25
  diodes: 0
  drtAntennaViolNets: 0
  routed_wl_um: 515
  drtPass1Iterations: 1
  drc: 0
synth:
  ys_cells: 12
  synthCells: 12
  ys_seq_share_pct: 0
  syn_avg_cell_area_um2: 8.55
  synth_cell_type_count: 3
  topCellsByArea: "fa_1, inv_1, ha_1"
  yosysTopAreaCell: "fa_1"
  syn_area_um2: 103
  synth-xor-area-share_pct: 0
  simple_gate_share_pct: 0
  aoi_share_pct: 0
  ys_warn_count: 1
  ys_chip_area_um2: 103
  synthMuxAreaShare_pct: 0
  fa_ha_area_share_pct: 70.7
  top_area_share_pct: 58.5
  ys_top_logic_family: "adder cells"
power:
  switching_share_pct: 34.7
  p_switching_uw: 23.6
  finalPower_uw: 68.0
  share_seq_of_total_power_pct: 0
  pwr-share-clk_pct: 0
  intPower_uw: 44.4
  p_leak_nw: 0.121
  power_density_nw_per_um2: 232
  vdd_drop_max_v: 0.0000279
  p_comb_share_pct: 100.0
placed_design:
  place_congestion: 0.773
  place_ws_ns: -1.37
  dpl_cell_area_um2: 308
  placed_cells_incl_taps: 71
  portBuffers: 13
sta:
  tightest_slew_ns: 0.0944
  rsz0062_at_grt: "true"
  fmax_mhz: 458
  max_slew_margin_pct: 93.7
  finalClockPeriodUsage_pct: 136
  fin_crit_ns: 2.18
  hold_viol_final: 0
  setup_viol: 3
  setup_slack_ns: -0.582
  drv_slew: 0
global_route:
  grt_pass1_vias: 135
  track_usage_pct: 1.71
  grt_pass1_wl_um: 828
  grt_overflow: 0
  antenna_found_initial: 0
  grt_max_degree: 2
clock_tree:
  hold_buffers: 0
critical_path:
  critical_path.max_fanout: 1
  crit_arrival_ns: 1.86
  worst-setup-path-type: "in -> out"
  start_kind: "input pin"
  cp.required_ns: 1.28
  endpoint_kind: "primary output"
hold_path:
  worstHoldStart: "s2[1]"
  hold_path_depth: 4
  hold_path_class: "in -> out"
  holdPathEnd: "led[1]"
die:
  io_pins: 13
  dieHeight_um: 80
  dieArea_um2: 6400
  rows: 21
  die_w_um: 80
  fp_util_pct: 3.00
  core_region_area_um2: 3420
flow_run:
  maxCapViolCount: 0
  warnings: 35
cells_and_area:
  comb_area_um2: 92.6
  clkbuf_count: 0
  flops: 0
  finalNonFillerCells: 71
  drive_above_1_share_pct: 52.0
  final_core_util_pct: 8.57
  area_delta_synth_final_pct: 185
  ff_latch_area_um2: 0
  fillers: 407
  postLayoutCellArea_um2: 293
how the worst max path moves through the flow:
| stage | start | end | slack, ns | depth (start not counted) |
|---|---|---|---|---|
| 6_report | s1[0] | led[3] | -0.58 | 7 |
| 5_1_grt | s1[0] | led[3] | -0.63 | 7 |
| 4_1_cts | s1[0] | led[3] | -0.67 | 7 |
power groups by stage:
stage / sequential [mW] / combinational (mW) / clock [mW]
after global routing: 0 / 0.0802 / 0
final: 0 / 0.0680 / 0
after CTS: 0 / 0.0708 / 0
area by class of cell:
class	instances	share of cell area, %
repair buffers	13	38.5
well taps	46	19.7
inverters	8	10.3
multi-input cells	4	31.6
cell families (layout without fill, tap and decap cells):
family	after synthesis	count (layout)
buffers and inverters	8	21
adder cells (fa/ha/maj)	4	4
Yosys cell counts:
library cell  number
inv_1              8
ha_1               1
fa_1               3
placed cells by master (no fill, tap or decap):
cell type	netlist	layout
buf_2	0	3
buf_6	0	2
clkbuf_2	0	1
clkdlybuf4s15_1	0	2
clkdlybuf4s50_1	0	5
fa_2	0	3
ha_4	0	1
inv_1	8	5
inv_2	0	3
stage by stage:
stage	hold slack, ns	setup TNS, ns
detailed placement	1.73	-4.63
floorplan	0.750	-0.438
finish	1.13	-1.22
global placement	1.74	-4.62
global route	1.17	-1.36
CTS	1.29	-1.47
routing by layer:
layer | global-route usage, % | up-vias | wire, um
met5 | 0 | - | 0
met4 | 0 | 0 | 0
met3 | 2.50 | 0 | 191
met2 | 1.52 | 11 | 128
met1 | 2.20 | 43 | 195
li1 | - | 55 | -
worst max-delay path, stage by stage:
cell and delay (ns):
buf_6 0.07, ha_4 0.12, inv_2 0.03, fa_2 0.35, fa_2 0.34, fa_2 0.53, buf_2 0.09
repair_timing:
action,4_1_cts,5_1_grt
pin swaps,3,3
resized,26,4
setup endpoints to repair,5,4
cloned,0,0
buffers inserted,0,0
Power figures rest on the tool's default switching activity, not on a simulated workload.
