===== flow/run.sh =====
#!/bin/bash
# OpenROAD 26Q1-2900-gdf79404cd8, Yosys 0.63+post, stock flow scripts
make -C /OpenROAD-flow-scripts/flow DESIGN_CONFIG=/design/flow/config.mk WORK_HOME=/design/flow/orfs finish

===== flow/config.mk =====
export PLATFORM = sky130hd
export DESIGN_NAME = segmentlogic
export DESIGN_NICKNAME = segmentlogic
export VERILOG_FILES = /design/flow/design.v
export SDC_FILE = /design/flow/constraint.sdc
export NUM_CORES = 4
export LEC_CHECK = 1
export CORE_AREA = 10 10 70 70
export DIE_AREA = 0 0 80 80

===== flow/constraint.sdc =====
current_design segmentlogic

set clk_period 1.1
set clk_io_pct 0.2

create_clock -name clk0 -period $clk_period

set non_clock_inputs [all_inputs -no_clocks]
set_input_delay [expr $clk_period * $clk_io_pct] -clock clk0 $non_clock_inputs
set_output_delay [expr $clk_period * $clk_io_pct] -clock clk0 [all_outputs]

===== flow/design.v =====
module segmentlogic(
    	input logic [3:0] s,
    	output logic [6:0] seg
);
    always_comb begin
        case(s)
            4'b0000: seg=7'b0000001;
            4'b0001: seg=7'b1001111;
            4'b0010: seg=7'b0010010;
            4'b0011: seg=7'b0000110;
            4'b0100: seg=7'b1001100;
            4'b0101: seg=7'b0100100;
            4'b0110: seg=7'b0100000;
            4'b0111: seg=7'b0001111;
            4'b1000: seg=7'b0000000;
            4'b1001: seg=7'b0001100;
            4'b1010: seg=7'b0001000;
            4'b1011: seg=7'b1100000;
            4'b1100: seg=7'b0110001;
            4'b1101: seg=7'b1000010;
            4'b1110: seg=7'b0110000;
            4'b1111: seg=7'b0111000;
            default: seg=7'b1111111;
        endcase
    end
endmodule

==> notes.md <==
Numbers from the implementation run.

The flow ran to the end, but the final reports show violations. The checks that failed: negative setup slack. The die boundary width is 80 um. For this run, the script counts the antenna cells in the layout as 0. STA classifies the critical path endpoint as an output pin. For reference, the top cells by area after synthesis are sky130_fd_sc_hd__ha_1, sky130_fd_sc_hd__nor2_1, sky130_fd_sc_hd__o21ai_1. By area, the combinational part of the netlist is dominated by AND-OR/OR-AND gates. The number of OpenROAD warnings is 39. The cell area after layout is 699 um^2. The area share of the largest cell type after synthesis is 28.3%.

Per the run summary, max-cap violations total 0. The total of endpoints with negative setup slack in the final report is 7. The number of instances in the synthesized netlist is 38. The layout summary lists the proportion of cells stronger than drive strength 1 as 81.0%.

The via density per instance is 3.38. Setup repair after global routing could not meet its margin everywhere. Fill cells in the final layout number 390.

After synthesis, flip-flops and latches occupy 0% of the total area. The global-route wire length before repair is 1860 um. The standard cell core area is 3420 um^2. The most common cell after layout, fill and taps aside is sky130_fd_sc_hd__buf_6. The maximum number of pins on one net before global-route repair is 10.

The first detailed-routing pass ran for 4 iterations. The DRC violation count after routing is 0. The post-route minimum period is 1.33 ns.

For reference, the mux area share after synthesis is 9.91%. The compound-cell area share of the yosys netlist is 30.2%. The number of nets still failing antenna checks after routing is 0. The half-perimeter wire length after detailed placement is 729 um. The ratio of total power to cell area is 357 nW/um^2.

The number of cell rows is 21. The final weighted congestion in routability-driven placement is 0.798. The area growth from synthesis to layout is 164%.

The area fraction in and, or, nand and nor cells is 22.6%. Across all checked pins, the minimum headroom to the slew limit is 88.2%. Summing every instance area after synthesis gives 265 um^2. In the layout the commonest cells are sky130_fd_sc_hd__buf_6, sky130_fd_sc_hd__buf_2, sky130_fd_sc_hd__buf_4, sky130_fd_sc_hd__ha_4. The worst path uses 121% of the clock period. The met3 routing resource usage after global routing is 0.682%. The maximum VDD drop is 0.000171 V.

The floorplan die area is 6400 um^2. The worst setup path is of the input port to output pin kind. The initial detailed-routing violation count is 1. The aggregate global routing overflow is 0. The flip-flop and latch count is 0. The leakage power is 0.286 nW.

Per STA, the worst path is made up of buf_12 -> inv_8 -> ha_4 -> nor2b_2 -> or3b_1 -> o31ai_2 -> buf_2. For this block, the via count after detailed routing is 368. For this block, the routed nets add up to 1060 um of wire. The most used routing layer in global routing is met2. The worst setup path is launched from an input port. The instance area at placement is 538 um^2. The longest incremental delay of any stage on the critical path is reported as 0.36 ns.

After detailed routing, the average wire length per cell comes to 9.76 um. The final hold violation count is 0. The area taken by sequential standard cells is reported as 0 um^2. The report shows a maximum critical-path fanout of 4. The met1 track demand over resource is 4.02%. The final-layout clock buffer total is 0. The floorplan step records an initial core utilization of 7.77%.

Timing would allow up to 0.752 GHz. Per the synthesis report, the dominant area consumer among library cells is sky130_fd_sc_hd__ha_1. The final critical-path setup slack is -0.230 ns. The number of global-route vias before repair is 413.

Across every metal layer, demand over resource in global routing totals 3.35%. The total count of max-transition violations in the final report is 0. The classification of the worst-slack hold path is input port to output pin.

The arrival time at the worst endpoint is 1.11 ns. The worst-case hold slack is 0.768 ns. The warning tally printed by Yosys for this design is 1.

The OpenROAD report gives the critical path a required time of 0.88 ns. The end-of-flow core utilization is 20.5%. The floorplan die height is 80 um.

The fraction of met2 tracks used by global routing is 6.18%. The initial antenna violation count is 0. The transition time recorded at the tightest slew-check pin is 0.176 ns. The number of cells reported by Yosys stat comes to 38.

According to the I/O placement log, the pin count is 11. In this run the tool buffered the top-level ports with 11 buffer cells. Each instance of the synthesized netlist takes up on average 6.98 um^2. The area share of fa/ha/maj cells after synthesis is 28.3%. The area share of xor/xnor cells in the synthesized design is 0%. The netlist uses 19 different library cells.

After synthesis, the chip area reported by Yosys is 265 um^2. The worst-path cell with the longest stage delay is sky130_fd_sc_hd__or3b_1.
==> area by class of cell <==
type / count / area [um^2] / share of cell area [%]
multi-input cells: 33 / 370 / 53.0
repair buffers: 27 / 245 / 35.1
well taps: 46 / 57.6 / 8.23
inverters: 3 / 26.3 / 3.76
==> layer usage <==
layer	wire length [um]	vias up
met2	592	6
met4	0	0
met1	432	174
met5	0	-
li1	-	188
met3	39	0
==> worst max-delay path, delay by kind of cell <==
family	cells	cell delay (ns)
buffers and inverters	3	0.29
adder cells (fa/ha/maj)	1	0.12
AND-OR/OR-AND	1	0.07
AND/OR/NAND/NOR	2	0.40
==> cells in the mapped netlist, drive strengths merged <==
master	number
o31ai	1
a22o	1
mux2	2
nor2	6
o21ai	5
nand2	2
nand3	3
ha	6
buf	2
nor2b	1
a21boi	1
a21oi	3
or3b	1
o32ai	1
inv	3
==> cells by family (layout without fill, tap and decap cells) <==
group,count (synthesis),after routing
AOI/OAI and AO/OA,12,12
muxes,2,2
buffers and inverters,5,30
adders and majority gates,6,6
and+or+nand+nor,13,13
==> what timing repair did <==
item                                   4_1_cts  5_1_grt
buffers inserted                             2        0
endpoints found under the hold margin        0        0
setup endpoints to repair                    7        7
hold buffers                                 0        0
gates resized                               79       10
pin swaps                                   11        3
==> power breakdown <==
part           total [mW]  switching [mW]  internal [mW]
clock network           0               0              0
registers               0               0              0
logic               0.249           0.107          0.143
total               0.249           0.107          0.143
==> path summary, 6_finish.rpt <==
path  from  endpoint  slack [ns]  cells past startpoint
min   s[3]    seg[5]        0.77                      3
max   s[1]    seg[6]       -0.23                      7
==> stage by stage <==
step           setup slack [ns]  setup TNS, ns  cells  power, mW
2_1_floorplan           0.00396              0     38     0.0750
3_3_place_gp              -1.14          -7.34    107      0.189
3_5_place_dp              -1.15          -7.47    107      0.191
4_1_cts                  -0.248          -1.01    109      0.239
5_1_grt                  -0.266          -1.08    109      0.272
6_report                 -0.230         -0.820    109      0.249
Power is estimated from default activity; no workload was simulated.
